$ cat design/flow/run.sh
#!/bin/bash
# OpenROAD 26Q1-2900-gdf79404cd8, Yosys 0.63+post, stock flow scripts
make -C /OpenROAD-flow-scripts/flow DESIGN_CONFIG=/design/flow/config.mk WORK_HOME=/design/flow/orfs finish
$ cat design/flow/config.mk
export PLATFORM = sky130hd
export DESIGN_NAME = Debouncer
export DESIGN_NICKNAME = Debouncer
export VERILOG_FILES = /design/flow/design.v
export SDC_FILE = /design/flow/constraint.sdc
export NUM_CORES = 4
export LEC_CHECK = 1
export CORE_UTILIZATION = 40
$ cat design/flow/constraint.sdc
current_design Debouncer

set clk_period 4.2
set clk_io_pct 0.2

create_clock -name clk0 -period $clk_period [get_ports {clk}]

set non_clock_inputs [all_inputs -no_clocks]
set_input_delay [expr $clk_period * $clk_io_pct] -clock clk0 $non_clock_inputs
set_output_delay [expr $clk_period * $clk_io_pct] -clock clk0 [all_outputs]
$ cat design/flow/design.v
`timescale 1ns / 1ps
module Debouncer (reset_in, walkRequest_in, reprogram_in, reset_db_out, walkRequest_db_out, reprogram_db_out, clk, sys_reset);
   input reset_in, walkRequest_in, reprogram_in, clk, sys_reset;
   output reset_db_out, walkRequest_db_out, reprogram_db_out;
	debouncer_core reset_debouncer(.reset(sys_reset), .clk(clk), .noisy(reset_in), .clean(reset_db_out));
	debouncer_core walkRequest_debouncer(.reset(sys_reset), .clk(clk), .noisy(walkRequest_in), .clean(walkRequest_db_out));
	debouncer_core reprogram_debouncer(.reset(sys_reset), .clk(clk), .noisy(reprogram_in), .clean(reprogram_db_out));
endmodule
`timescale 1ns / 1ps
module debouncer_core (reset, clk, noisy, clean);
   parameter DELAY = 4;
   input reset, clk, noisy;
   output clean;
   reg [18:0] count;
   reg new, clean;
   always @(posedge clk)
     if (reset)
       begin
	  count <= 0;
	  new <= noisy;
	  clean <= noisy;
       end
     else if (noisy != new)
       begin
	  new <= noisy;
	  count <= 0;
       end
     else if (count == DELAY)
       clean <= new;
     else
       count <= count+1;
endmodule
==> results.txt <==
impl run done, here's what came out: WL final 5980 um, Worst VDD drop 187 uV, via count 2537, Pre-Repair DR Iteration Count 6, Place WS 1.33 ns, synthesis-to-finish area growth 11.5%, crit-path max FO 15, post-DP HPWL 4060 um, synthesized instance count 362, final worst clock skew 0.00956 ns, core area 0.00737 mm^2, CTS Hold Bufs 0, largest net degree at the start of global routing 18, YS warnings 1, drt wl/cell 12.6 um, synthesized area 0.00310 mm^2, logic area 0.00169 mm^2, post-CTS resize count 0, EDFF count, synth 6, Mean Syn Cell Area 8.56 um^2, top area contributor share 36.8%, height of the die 90.0 um, post-layout min period 2.54 ns, Area contributors post-synth dfxtp_1 (37%), edfxtp_1 (5.8%), nor2_1 (5.8%), worst r2r src walkRequest_debouncer.count[1], Clock Latency Late Sink 0.34 ns, Synth area leader dfxtp_1, Synth Flop Type dfxtp_1, ys async rst share 0%, post-synthesis sequential area ratio 42.6%, CTS tree built, RSZ-0062 raised after global routing false, yosys stat chip area 0.00310 mm^2, kind of critical path input pin to flip-flop, row count 31, CP max stage cell clkdlybuf4s50_1, highest metal used met4, total CTS buffers 9, Slew @ Worst Pin 0.502 ns, maxcap violations 0, Filler Cell Count 715, yosys cell count 362, Die W 90.0 um, register area 0.00132 mm^2, antenna violations before repair 0, CP startpoint kind input pin, post-DR vias/cell 5.33, #FFs+latches synth 63, max_slew headroom 66.4%, cycle use final 60.4%, pwr dens 346 mW/mm^2, Diodes inserted 0, Worst-path clk slew 0.07 ns, CP Data Required Time 4.44 ns, Root Buffer clkbuf_8, layout cell share with drive strength beyond 1 6.90%, R2R Setup Slk 2.28 ns, tool warning count 28, met3 wire length 241 um, # port buffers 7, GRT Overall Usage 15.6%, GRT overflow 0, Cell variety after synth 41, Remaining DRCs 0, starting DRC count in detailed routing 101, # IOs 8, Final ANT Viol Nets 0, Pins Over Slew Limit 0, CTS Sinks 63, met2 WL 2500 um, vias in the first global route 2197, routed length on met1 3180 um, status finished clean, setup TNS 0 ns, CP startpoint sys_reset, reg2reg end walkRequest_debouncer.count[14], Final Hold Fails 0, htree depth 3, Crit. End Element flip-flop, global-route wire length before repair 10400 um, Setup Buffers After CTS 0, setup violators final 0, largest buffer count on any clock path 2, worst hold path type flip-flop to flip-flop, die area 0.00811 mm^2, Init Core Util 42.1%, crit path DAT 2.78 ns, crit-path max cell delay 0.66 ns, worst setup margin 1.66 ns, CP Cell Sequence clkdlybuf4s50_1, nor2_1, inv_1, o41ai_1, Peak Freq 394 MHz, R2R depth 5, RD Place Congestion 0.851, Pleak 1.06 nW, crit path to reprogram_debouncer.count[1]
[cell usage after synthesis (6+ instances only)]
cell	instances
or3_1	8
nor2_1	48
xnor2_1	20
inv_1	14
o21ai_0	14
mux2i_1	6
edfxtp_1	6
nand3_1	26
nor3_1	19
nand2_1	23
nand4_1	16
ha_1	6
nor4_1	17
a21oi_1	15
and3_1	8
dfxtp_1	57
xor2_1	13
[how the worst min path moves through the flow]
stage                 cells past startpoint  slack (ns)                            start                         endpoint
final                                     2        0.51  walkRequest_debouncer.count[14]  walkRequest_debouncer.count[14]
after global routing                      2        0.55  walkRequest_debouncer.count[14]  walkRequest_debouncer.count[14]
after CTS                                 2        0.51  walkRequest_debouncer.count[14]  walkRequest_debouncer.count[14]
[per-stage QoR]
| step | instance area, um^2 | instances | total power [W] | hold WS [ns] | utilization (%) |
|---|---|---|---|---|---|
| finish | 3460 | 476 | 0.00120 | 0.508 | 46.9 |
| global route | 3460 | 476 | 0.00125 | 0.546 | 46.9 |
| CTS | 3460 | 476 | 0.00121 | 0.515 | 46.9 |
| detailed placement | 3260 | 460 | 0.000706 | 0.502 | 44.3 |
| global placement | 3260 | 460 | 0.000705 | 0.491 | 44.3 |
| floorplan | 3100 | 362 | 0.000683 | 0.471 | - |
[state kept, by name, indices dropped and copies added, names as in the netlist]
name / cells
reset_debouncer.clean: 1
reset_debouncer.count: 19
reprogram_debouncer.new: 1
walkRequest_debouncer.new: 1
reset_debouncer.new: 1
walkRequest_debouncer.clean: 1
walkRequest_debouncer.count: 19
reprogram_debouncer.clean: 1
reprogram_debouncer.count: 19
[routing by layer]
| layer | vias up | global-route usage, % |
|---|---|---|
| met3 | 4 | 3.01 |
| li1 | 1341 | - |
| met1 | 1155 | 26.6 |
| met4 | 0 | 2.15 |
| met5 | - | 0 |
| met2 | 37 | 21.4 |
[worst max-delay path, delay by kind of cell]
family | cells | cell delay (ns)
and+or+nand+nor | 1 | 0.50
AOI/OAI and AO/OA | 1 | 0.40
buffers and inverters | 2 | 1.03
[cells by family after synthesis]
family / count (synthesis) / synth area share, %
buffers and inverters: 24 / 2.95
adders and majority gates: 6 / 2.42
DFF: 63 / 42.6
xor gates and xnor gates: 33 / 9.32
AOI/OAI and AO/OA: 43 / 8.31
and+or+nand+nor: 184 / 31.4
muxes: 9 / 3.03
[placed cells by master (no fill, tap or decap), types with 5 or more instances in the layout]
cell type	n
nor4_1	17
nor3_1	19
mux2i_1	6
dfxtp_1	57
a21oi_1	15
and3_1	8
nor4b_1	5
xnor2_1	20
or3_1	8
nand2_1	23
nand3_1	26
o21ai_0	14
edfxtp_1	6
ha_1	6
nand4_1	16
clkbuf_8	12
clkdlybuf4s50_1	7
nor2_1	48
xor2_1	13
inv_1	14
[where the power goes]
part | internal [W] | switching (W) | leakage [nW]
clock | 0.000262 | 0.000240 | 0.0946
combinational | 0.0000246 | 0.0000404 | 0.446
sequential | 0.000618 | 0.0000101 | 0.520
total | 0.000905 | 0.000291 | 1.06
[layout make-up]
class	count	share of cell area [%]
clock buffer	12	4.78
timing repair buffer	7	2.03
multi-input combinational	275	48.8
inverter	16	1.74
tap	99	3.58
clock inverter	4	0.832
sequential	63	38.2
Power is estimated from default activity; no workload was simulated.
